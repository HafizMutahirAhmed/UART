**./design.v**
```verilog
module BaudGenerator (
    input  logic CLK,     
    input  logic Reset,   
    output logic BaudTick
);
    logic [12:0] MAX_COUNT = 13'd5208;
    logic [12:0] count;  
    always_ff @(posedge CLK) begin
        if (Reset) begin
            count     <= 13'd0;
            BaudTick  <= 1'b0;
        end else begin
            if (count == MAX_COUNT - 1) begin
                count     <= 13'd0;
                BaudTick  <= 1'b1;  
            end 
            else begin
                count     <= count + 1;
                BaudTick  <= 1'b0; 
            end
        end
    end
endmodule
module Receiver (
    input logic BaudTick, CLK, Reset,
    input logic rx, 
    output logic [7:0] DataOUT
);
enum logic [1:0] {IDLE, RECEIVE, STOP} state;
logic [7:0] databuffer;
logic [2:0] count;
always_ff @(posedge CLK) begin
    if (Reset) begin
        state <= IDLE;
    end
    else if (BaudTick) begin
        case (state)
            IDLE: begin
                databuffer <= 0;
                DataOUT <= 0;
                if (rx == 0) begin
                    state <= RECEIVE;
                    count <= 7;
                end
            end
            RECEIVE: begin
                count <= count - 1;
                databuffer[count] <= rx;
                if (count == 0) begin
                    state <= STOP;
                end
            end
            STOP: begin
                DataOUT <= databuffer;
                state <= IDLE;
            end
            default: begin
            end
        endcase
    end
end
endmodule
module Transmitter(input logic BaudTick, EN, CLK, Reset,
                   input logic [7:0] DataIN,
                   output logic tx);
    logic [7:0] databuffer, count;
    enum logic [1:0] {IDLE, START, TRANSMIT, STOP} state;
    always_ff @(posedge CLK) begin
        if (Reset) begin
            state <= IDLE; 
        end
        else if (BaudTick) begin
            case(state)
                IDLE: begin
                    tx <= 1;
                    if (EN) begin
                        state <= START;
                        tx <= 0;
                    end
                end 
                START: begin
                    tx <= DataIN[7];
                    databuffer <= DataIN << 1;
                    state <= TRANSMIT;
                    count <= 1;
                end
                TRANSMIT: begin
                    tx <= databuffer[7];
                    databuffer <= databuffer << 1;
                    count <= count + 1;
                    if (count == 8) begin
                        state <= STOP;
                        tx <= 1;
                        state <= IDLE;
                    end
                end
                default: begin
                end
            endcase
        end
    end
endmodule
module UART (input logic CLK, EN, Reset,
             input logic [7:0] DataIN,
             output logic [7:0] DataOUT);
    logic tx=1, BaudTick;
    BaudGenerator BaudGen(
        .CLK(CLK),     
        .Reset(Reset),   
        .BaudTick(BaudTick)
    );
    Transmitter TX(
        .CLK(CLK),
        .BaudTick(BaudTick),
        .Reset(Reset),
        .EN(EN),
        .DataIN(DataIN),
        .tx(tx)
    );
    Receiver RX(
        .CLK(CLK),
        .BaudTick(BaudTick),
        .Reset(Reset),
        .rx(tx),
        .DataOUT(DataOUT)
    );    
endmodule
```
**./run.sh**
```bash
#!/bin/bash
# OpenROAD 26Q1-2900-gdf79404cd8, Yosys 0.63+post, stock flow scripts
make -C /OpenROAD-flow-scripts/flow DESIGN_CONFIG=/design/flow/config.mk WORK_HOME=/design/flow/orfs finish
```
**./config.mk**
```make
export PLATFORM = sky130hd
export DESIGN_NAME = UART
export DESIGN_NICKNAME = UART
export VERILOG_FILES = /design/flow/design.v
export SDC_FILE = /design/flow/constraint.sdc
export NUM_CORES = 4
export LEC_CHECK = 1
export CORE_UTILIZATION = 30
export SYNTH_HDL_FRONTEND = slang
```
**./constraint.sdc**
```tcl
current_design UART

set clk_period 2.0
set clk_io_pct 0.2

create_clock -name clk0 -period $clk_period [get_ports {CLK}]

set non_clock_inputs [all_inputs -no_clocks]
set_input_delay [expr $clk_period * $clk_io_pct] -clock clk0 $non_clock_inputs
set_output_delay [expr $clk_period * $clk_io_pct] -clock clk0 [all_outputs]
```
==> flow_summary.toml <==
# flow metrics
[detailed_routing]
route.detailed.wl_per_inst_microns = 11.2
drc = 0
viasPerCell = 4.74
drt-pass1-iter-count = 4
drt_iter0_drc = 47
wl_microns = 4010
antenna_cells = 0
final_antenna_net_count = 0
vias = 1692

[timing]
period_used_pct = 83.6
clock_skew_ns = 0.0115
setup_tns_ns = 0
max_slew_margin_pct = 67.4
period_minus_slack_ns = 1.67
hold_violations = 0
fmax_mhz = 598
tightest_slew_ns = 0.489
setup_viol = 0
fin_hold_ws_ns = 0.468
fin_ws_ns = 0.328
finalMaxSlewViolations = 0
grt_setup_unrepaired = "false"

[placement]
port_buffers = 18
place_congestion = 0.825
placedCellCount = 349
pre_cts_slack_ns = 0.103
hpwl_microns = 2760
place_area_sq_um = 2890

[setup_path]
r2r_end = "BaudGen.count[1]"
path_cells = "or4_4, or4_1, and3_1"
cp_slowest_cell = "or4_4"
r2r-start = "BaudGen.count[9]"
cp.required_ns = 2.20
rrSetupSlack_ns = 0.33
cp.arrival_ns = 1.88
path_class = "reg2reg"
start_kind = "register"
reg2reg_depth = 3
cp_max_fo = 6
worst_path_largest_cell_delay_ns = 0.56
end_kind = "register"

[synth]
yosys-stat-area_sq_um = 2540
async_reset_ff_share_pct = 0
ys_cells = 228
yosys_warnings = 0
synthXorXnorAreaFrac_pct = 2.41
synthAdderAreaFrac_pct = 2.46
yosys_most_used_dff = "edfxtp_1"
simple_gate_share_pct = 20.4
ys_sh_aoi_pct = 8.85
synth_cell_types = 36
synth.largest_area_cell = "edfxtp_1"
syn_inst = 228
synthTopCellsByArea = "edfxtp_1 41%, dfxtp_1 16%, mux2_2 3.1%, a21oi_1 2.8%, mux2i_1 2.8%"
ys_sh_mux_pct = 5.85
ys_seq_share_pct = 57.1
top_logic_kind = "simple AND/OR/NAND/NOR gates"
avgSynthCellArea_sq_um = 11.2
top_area_share_pct = 41.3
syn_area_sq_um = 2540
edf_count = 35
ys_seq_elements = 55

[finish]
layout_top_cell = "edfxtp_1"
nFillCells = 812
final_cell_mix = "35 x edfxtp_1, 20 x dfxtp_1, 18 x nor2_1, 18 x clkdlybuf4s50_1, 14 x a21oi_1"
final_core_util_pct = 36.4
synthToLayoutAreaGrowth_pct = 17.7
final_cells = 357
layout-drive-gt1-share_pct = 9.52
fin_area_sq_um = 2990

[floorplanning]
fp.dieH_microns = 94.1
fp_util_pct = 31.0
core-area_sq_um = 8220
row_count = 33
ios = 19
die_w_microns = 94.1
chip_area_sq_um = 8850

[global_routing]
grt_pass1_wl_microns = 7160
antenna_found_initial = 0
grt_start_max_net_pins = 18
first_global_vias = 1585
overflow = 0
track_usage_pct = 10.4

[clock_network]
clock-sinks = 55
numCtsBuffers = 5
cts_root_buf = "clkbuf_8"
path_clk_slew_ns = 0.09
cts_buffer_depth = 2
h-tree-depth = 2
hold_buffers = 0
cts_resized = 0
post_cts_buffers = 0
clkLatencyLatePin_ns = 0.30
cts_tree = "built"

[worst_hold_path]
holdPathEnd = "BaudGen.count[0]"
min_from = "BaudGen.count[0]"
holdPathStages = 1
hold_class = "reg2reg"

[outcome]
status = "completed"

[run]
openroad.warnings = 27
max_cap_viol_count = 0

[pwr]
leakagePower_nw = 1.04
ir_drop_mv = 0.324
powerDensity_nw_per_um2 = 644
finalPower_mw = 1.93
sequential cells by signal, indices dropped and copies added (netlist names):
signal            count
BaudGen.BaudTick      1
BaudGen.count        13
RX.DataOUT            8
RX.count              3
RX.databuffer         8
RX.state              3
TX.count              8
TX.databuffer         7
TX.state              3
TX.tx                 1
per-layer routing:
layer	up-vias	GRT usage, %	wire length, microns	part of all wire [%]
met2	26	16.7	1790	45
met4	0	0.897	24	0.60
met3	4	2.47	159	4.0
met1	790	15.6	2030	51
met5	-	0	0	0
li1	872	-	-	-
area by class of cell:
cell class,instances,area (sq um),area share [%]
Sequential cell,55,1450,48.5
Clock inverter,1,6.26,0.209
Multi-Input combinational cell,153,1020,34.0
Timing Repair Buffer,26,253,8.44
Tap cell,105,131,4.39
Clock buffer,7,97.6,3.26
Inverter,10,37.5,1.25
cell families (layout without fill, tap and decap cells):
logic type,Yosys count,after routing
and+or+nand+nor,93,93
DFF,55,55
AOI/OAI and AO/OA,34,34
buffers and inverters,20,44
muxes,14,14
xor gates and xnor gates,7,7
adders and majority gates,5,5
Yosys cell counts (all sizes together) (5+ instances only):
| library cell | n |
|---|---|
| a21oi | 14 |
| and2 | 9 |
| clkbuf | 9 |
| dfxtp | 20 |
| edfxtp | 35 |
| ha | 5 |
| inv | 10 |
| mux2 | 7 |
| mux2i | 7 |
| nand2 | 10 |
| nand3 | 13 |
| nor2 | 18 |
| nor2b | 9 |
| o21ai | 8 |
| o31ai | 5 |
| or3 | 7 |
| or4 | 5 |
power by group:
part	switching, mW	internal [mW]
sequential	0.00565	1.20
combinational	0.0176	0.0344
clock	0.347	0.325
worst max path at each step:
stage,to,slack [ns],from
5_1_grt,BaudGen.count[1],0.26,BaudGen.count[9]
6_report,BaudGen.count[1],0.33,BaudGen.count[9]
4_1_cts,BaudGen.count[1],0.33,BaudGen.count[9]
worst max-delay path, delay by kind of cell (launching register included):
kind             cells  cell delay, ns
DFF                  1            0.37
and+or+nand+nor      3            1.20
Power is estimated from default activity; no workload was simulated.
